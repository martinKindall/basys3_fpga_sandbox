==> design.v <==
`timescale 1ns / 1ps
module Clock1Hz(
    input logic clk_in,
    output logic clk_out);
    logic [25:0] counter = 0;
    logic state = 0;
    always_ff @(posedge clk_in) begin
        counter <= counter + 1;
        if (counter == 50_000_000 - 1)
          begin
            counter <= 0;
            state <= ~state;
          end
    end
    assign clk_out = state;
endmodule
`timescale 1ns / 1ps
module LedBlink(
    input logic clk,
    output logic led);
    Clock1Hz Clock1Hz_a(
        .clk_in(clk),
        .clk_out(led)
    ); 
endmodule
==> run.sh <==
#!/bin/bash
# OpenROAD 26Q1-2900-gdf79404cd8, Yosys 0.63+post, stock flow scripts
make -C /OpenROAD-flow-scripts/flow DESIGN_CONFIG=/design/flow/config.mk WORK_HOME=/design/flow/orfs finish
==> config.mk <==
export PLATFORM = sky130hd
export DESIGN_NAME = LedBlink
export DESIGN_NICKNAME = LedBlink
export VERILOG_FILES = /design/flow/design.v
export SDC_FILE = /design/flow/constraint.sdc
export NUM_CORES = 4
export LEC_CHECK = 1
export CORE_AREA = 10 10 110 110
export DIE_AREA = 0 0 120 120
==> constraint.sdc <==
current_design LedBlink

set clk_period 3.7
set clk_io_pct 0.2

create_clock -name clk0 -period $clk_period [get_ports {clk}]

set non_clock_inputs [all_inputs -no_clocks]
set_input_delay [expr $clk_period * $clk_io_pct] -clock clk0 $non_clock_inputs
set_output_delay [expr $clk_period * $clk_io_pct] -clock clk0 [all_outputs]
==> impl_metrics.yaml <==
# flow metrics
yosys:
  synthSimpleGateAreaFrac_pct: 31.12
  compound_area_share_pct: 7.755
  yosys_warnings: 1
  top_area_cell: "dfxtp_1"
  adder_share_pct: 1.020
  ys_seq_share_pct: 44.90
  synthMuxAreaShare_pct: 0.8163
  netlist.area_leader.share_pct: 42.45
  avgSynthCellArea_sq_um: 9.219
  topCellsByArea: "dfxtp_1 42%, xnor2_1 6.4%, xor2_1 5.0%, nand2_1 4.3%, nand3_1 3.7%"
  ys.flops: 27
  syn-cell-area_sq_mm: 0.001226
  yosys.area_share.xor_xnor_pct: 11.43
  netlist_instances: 133
  ys_cells: 133
  synth.distinct_cells: 37
  synth_chip_area_sq_mm: 0.001226
  top_logic_kind: "simple AND/OR/NAND/NOR gates"
routing:
  antennaDiodeCount: 0
  routed_wl_mm: 2.157
  wl_per_cell_um: 7.989
  drtIter0Drc: 51
  met2_wirelength_um: 980
  dr_wl_met3_um: 123
  drcViolationCount: 0
  via_count: 938
  vias_per_cell: 3.474
  ant_nets: 0
  wl_met1_mm: 1.010
  drt_first_pass_iters: 4
  maxUsedRoutingLayer: "met4"
die:
  core_sq_mm: 0.009774
  die_x_um: 120
  num_rows: 36
  pin_count: 2
  initial_core_util_pct: 12.54
  die_height_um: 120
  dieArea_sq_mm: 0.01440
clock_tree:
  clk_pin_slew_worst_paths_ns: 0.09
  worstSkewPairLatency_ns: 0.27
  postCtsSetupRepairBufs: 0
  cts_inserted_buffers: 3
  clock_sinks: 27
  cts_tree: "yes"
  cts.path.max_buffers: 2
  ctsResizeCount: 0
  ctsHoldBuffers: 0
  clockRootBuffer: "clkbuf_8"
  htreeDepth: 1
worst_hold_path:
  hold_depth: 1
  hold_path_class: "reg -> reg"
worst_setup_path:
  crit_chain: "ha_1 -> and2_1 -> nand2_1 -> nor4_2 -> buf_4"
  crit_slowest_cell: "nor4_2"
  cp.required_ns: 3.69
  critPathKind: "reg -> reg"
  cp_max_fo: 9
  rr_worst_depth: 5
  cp-start-kind: "register"
  critPathBufInv: 1
  critical_path_depth: 5
  critPathCaptureType: "register"
  worst_ep_arrival_time_ns: 2.19
  crit_family: "simple AND/OR/NAND/NOR gates"
  cpPeakStageDelay_ns: 0.73
power_and_ir_drop:
  p_per_area_mw_per_mm2: 315.8
  ir_worst_vdd_v: 0.0001167
  power_w: 0.0004576
  power.leakage_nw: 0.5157
finish:
  stdcell_area_sq_mm: 0.001449
  drive_gt1_share_pct: 10.95
  area_delta_synth_final_pct: 18.16
global_routing:
  grt_max_degree: 16
  grt_pass1_wl_mm: 3.801
  antenna_found_initial: 0
  gr-total-overflow: 0
  grtUsageTotal_pct: 2.946
  grt_pass1_vias: 864
final_timing:
  slew_headroom_pct: 44.93
  hold_viol_final: 0
  clock.fmax_mhz: 454.5
  worst_slack_ns: 1.500
  tightest_slew_ns: 0.8193
  slew_viol_final: 0
  setup_viol: 0
  fin_skew_ns: 0.001468
  period_minus_slack_ns: 2.200
  fin_setup_tns_ns: 0
  rsz0062_at_grt: "no"
  fin_crit_sh_pct: 59.46
placement:
  dp_hpwl_mm: 1.560
  gp_congestion: 0.8041
  dp_slack_ns: 1.451
  place_area_sq_mm: 0.001403
  numPortBuffers: 1
flow_run:
  maxCapViolCount: 0
  tool_warnings: 25
run_status:
  status: "finished, final reports clean"
==> metal layers <==
metal  up-vias  global-route usage [%]
li1        486                       -
met1       425                   4.060
met2        23                   4.677
met3         4                  0.5236
met4         0                  0.7541
met5         -                       0
==> synth_stat cells, drive strengths merged <==
library cell   n
dfxtp         26
nand2         14
nor2          12
nand3          9
xnor2          9
a21oi          7
xor2           7
nand4          6
or4            5
inv            4
nor4           4
buf            3
o31ai          3
and3           2
and4           2
nor4b          2
o21ai          2
or2            2
or3            2
a21o           1
a41o           1
and2           1
and3b          1
and4b          1
edfxtp         1
ha             1
mux2i          1
nand4b         1
nor2b          1
nor4bb         1
o22ai          1
==> layout make-up <==
class,instances,area [sq um]
multi-input cells,99,645.6
clock inverters,1,5.005
inverters,4,15.01
flip-flops and latches,27,550.5
fillers,1096,8325
repair buffers,3,25.02
clock buffers,3,41.29
well taps,133,166.4
==> power by group <==
group | internal, W | switching (W)
sequential | 0.000292 | 0
combinational | 0 | 0
clock | 0.0000754 | 0.0000904
==> placed cells by master, fill, tap and decap left out, drive strengths merged, types with 2 or more instances in the layout <==
cell    synthesis  routed
o31ai           3       3
buf             3       2
nand3           9       9
nand4           6       6
or4             5       5
nand2          14      14
nor4b           2       2
o21ai           2       2
a21oi           7       7
and4            2       2
nor2           12      12
nor4            4       4
inv             4       4
dfxtp          26      26
xnor2           9       9
clkbuf          0       3
or2             2       2
and3            2       2
or3             2       2
xor2            7       7
==> sequential cells by signal (all words and copies together), names as in the netlist <==
signal	flops
Clock1Hz_a.counter	26
Clock1Hz_a.state	1
==> through the flow <==
step / util, % / cells / hold slack [ns]
final: 14.82 / 270 / 0.4657
after global routing: 14.82 / 270 / 0.4898
after CTS: 14.82 / 270 / 0.4714
after detailed placement: 14.35 / 266 / 0.4579
after global placement: 14.35 / 266 / 0.4348
after floorplan: - / 133 / 0.4175
==> kinds of logic (layout without fill, tap and decap cells) <==
family                     Yosys count  in the layout
adders and majority gates            1              1
DFF                                 27             27
buffers and inverters                7             11
and+or+nand+nor                     66             66
AOI/OAI and AO/OA                   15             15
xor gates and xnor gates            16             16
muxes                                1              1
==> worst paths after layout <==
path	start	end	slack, ns
min reg2reg	Clock1Hz_a.counter[0]	Clock1Hz_a.counter[0]	0.47
max reg2reg	Clock1Hz_a.counter[0]	Clock1Hz_a.state	1.50
max	Clock1Hz_a.counter[0]	Clock1Hz_a.state	1.50
min	Clock1Hz_a.counter[0]	Clock1Hz_a.counter[0]	0.47
No activity file was given, so power comes from the tool's default toggle rates.
