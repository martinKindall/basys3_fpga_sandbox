[/design/flow/config.mk]
export PLATFORM = sky130hd
export DESIGN_NAME = ShiftPlusFSM
export DESIGN_NICKNAME = ShiftPlusFSM
export VERILOG_FILES = /design/flow/design.v
export SDC_FILE = /design/flow/constraint.sdc
export NUM_CORES = 4
export LEC_CHECK = 1
export CORE_UTILIZATION = 30
[/design/flow/constraint.sdc]
current_design ShiftPlusFSM

set clk_period 3.2
set clk_io_pct 0.2

create_clock -name clk0 -period $clk_period [get_ports {clk}]

set non_clock_inputs [all_inputs -no_clocks]
set_input_delay [expr $clk_period * $clk_io_pct] -clock clk0 $non_clock_inputs
set_output_delay [expr $clk_period * $clk_io_pct] -clock clk0 [all_outputs]
[/design/flow/design.v]
`timescale 1ns / 1ps
module Clock1Hz(
    input logic clk_in,
    output logic clk_out);
    logic [25:0] counter = 0;
    logic state = 0;
    always_ff @(posedge clk_in) begin
        counter <= counter + 1;
        if (counter == 50_000_000 - 1)
          begin
            counter <= 0;
            state <= ~state;
          end
    end
    assign clk_out = state;
endmodule
`timescale 1ns / 1ps
module DivideBy4FSM(
    input logic clk,
    input logic reset,
    output logic y);
    typedef enum logic [1:0] { S0, S1, S2, S3 } statetype;   
    statetype [1:0] state, nextstate;   
    always_ff @(posedge clk, posedge reset)
        if (reset) state <= S0;
        else state <= nextstate;
    always_comb 
        case (state)
            S0: nextstate <= S1;
            S1: nextstate <= S2;
            S2: nextstate <= S3;
            S3: nextstate <= S0;
            default: nextstate <= S0;
        endcase
    assign y = (state == S0);
endmodule
module ShiftPlusFSM(
    input logic clk,
    input logic btn,
    output logic ledFSM,
    output logic led0,
    output logic led1,
    output logic led2,
    output logic led3,
    output logic led4
);
    logic slowClock;
    logic reset = 0;
    logic logicLedFsm;
    Clock1Hz Clock1Hz_a(
        .clk_in(clk),
        .clk_out(slowClock)
    );
    DivideBy4FSM DivideBy4FSM_a(
        .clk(slowClock),
        .reset(btn),
        .y(logicLedFsm)
    );
    ShiftRegister #(5) ShiftRegister_a(
        .clk(slowClock),
        .reset(reset),
        .sin(logicLedFsm),
        .q({led4, led3, led2, led1, led0})
    );
    assign ledFSM = logicLedFsm;
endmodule
module ShiftRegister #(parameter N=8)(
    input logic clk,
    input logic reset,
    input logic sin,
    output logic [N-1:0] q
);
    always_ff @( posedge clk )
        if (reset)
            q <= 0;
        else
            q <= {q[N-2:0], sin};
endmodule
[/design/flow/run.sh]
#!/bin/bash
# OpenROAD 26Q1-2900-gdf79404cd8, Yosys 0.63+post, stock flow scripts
make -C /OpenROAD-flow-scripts/flow DESIGN_CONFIG=/design/flow/config.mk WORK_HOME=/design/flow/orfs finish
==> flow_summary.toml <==
# implementation run metrics
[final_timing]
worst_pin_slew_ps = 515
maxSlewHeadroom_pct = 65.6
fmax_ghz = 0.507
fin_crit_sh_pct = 61.6
skew_ps = 5.32
min_period_ps = 1970
unclocked_regs = 9
setup_violations = 0
rsz0062_at_grt = "no"
tns_ps = 0
hold_viol = 0
untimed_endpoints = 15
report.final.slew_viol_count = 0

[clocking]
clock-root-buffer = "clkbuf_8"
cts_buffers = 3
cts_setup_buffers = 0
cts_tree = "built"
insertion_delay_ps = 270
clk_pin_slew_ps = 90
clockBufferDepth = 2
cts_resized = 0
postCtsHoldBufs = 0
cts_htree_levels = 1

[grt]
grt_pass1_wl_um = 4140
grt_pass1_vias = 932
antenna_found_initial = 0
grt_use_total_pct = 10.1
grt_max_degree = 15
grt-ovfl-total = 0

[synth]
yosys_warnings = 4
syn_area_mm2 = 0.00147
postSynthRegisterBits = 36
yosysTopAreaCell = "dfxtp_1"
synth-edff-count = 1
yosys_cells = 145
yosysChipArea_mm2 = 0.00147
yosys.area.top_type_share_pct = 42.4
synthArstFlopShare_pct = 11.1
postSynthSeqShare_pct = 51.3
synthesis.instances = 145
yosysUniqueCellTypes = 34
ys.flop_type = "dfxtp_1"
area_leaders = "dfxtp_1, xnor2_1, dfrtp_1, xor2_1, nand4_1"
avgSynthCellArea_um2 = 10.1

[critical_path]
worst-r2r-cell-count = 4
cp-start-kind = "flop"
r2r_slack_ps = 1230
worst_r2r_endpoint = "Clock1Hz_a.counter[25]$_SDFF_PN0_"
r2r_start = "Clock1Hz_a.counter[4]$_SDFF_PN0_"
arrival_ps = 2180
critPathCapture = "Clock1Hz_a.counter[25]$_SDFF_PN0_"
critPathMaxFanout = 14
cp-end-kind = "flop"
crit_type = "reg -> reg"
worstPathRequired_ps = 3410
startpoint = "Clock1Hz_a.counter[4]$_SDFF_PN0_"

[power]
ir_worst_vdd_v = 0.000240
cellPowerDensity_mw_per_mm2 = 322
p_leak_nw = 0.646
finalPower_w = 0.000528

[route]
ant_nets = 0
drtPass1Iterations = 4
wirelength_um = 2500
vias_per_cell = 4.80
route.vias.total = 1047
drtIter0Drc = 59
drc = 0
diodes = 0
routedWlPerCell_um = 11.4

[floorplan]
chipArea_mm2 = 0.00517
fp-row-count = 25
core_area_mm2 = 0.00472
die_h_um = 71.9
io_pins = 8
chipWidth_um = 71.9
initial_utilization_pct = 31.0

[final_layout]
syn_to_final_growth_pct = 11.9
drive_gt1_share_pct = 6.62

[job]
max_cap_violations = 0
warning_count = 25

[place]
gp_routability_congestion = 0.833
numPortBuffers = 7
dp_hpwl_um = 1820

[hold_path]
min-delay-path-class = "reg -> reg"

[run_status]
status = "complete, no violations"
[cells in the mapped netlist, types with 3 or more instances]
cell type	number
a21oi_1	6
and3_1	4
and4_1	5
buf_2	5
dfrtp_1	3
dfxtp_1	31
nand2_1	11
nand3_1	9
nand4_1	8
nor2_1	10
nor4_1	3
o31ai_1	5
or4_1	5
xnor2_1	9
xor2_1	7
[final cells by class]
class	count	area, um2
inverter	2	7.51
multi-input combinational	101	673
sequential	36	752
timing repair buffer	8	77.6
clock buffer	4	45.0
tap	67	83.8
fill	463	3080
[critical path, stage by stage (launching register included)]
cell	delay, ps
dfxtp_1	430
and4_1	310
nand3_1	400
or4_1	630
a21oi_1	150
[registers in the layout (all words and copies together) (netlist names)]
signal / cells
Clock1Hz_a.state: 1
ShiftRegister_a.q: 5
Clock1Hz_a.counter: 26
DivideBy4FSM_a.state: 4
[cell families after synthesis]
logic type               share of synthesized area (%)
AND/OR/NAND/NOR                                   28.4
flip-flops                                        51.3
XOR/XNOR                                          9.56
AND-OR/OR-AND                                     5.72
buffers and inverters                             2.73
multiplexers                                      1.37
adder cells (fa/ha/maj)                          0.854
[worst min path at each step]
stage,from,endpoint,slack (ps),cells past startpoint
after CTS,Clock1Hz_a.counter[0]$_SDFF_PN0_,Clock1Hz_a.counter[0]$_SDFF_PN0_,470,1
after global routing,Clock1Hz_a.counter[0]$_SDFF_PN0_,Clock1Hz_a.counter[0]$_SDFF_PN0_,510,1
final,Clock1Hz_a.counter[0]$_SDFF_PN0_,Clock1Hz_a.counter[0]$_SDFF_PN0_,470,1
[layer usage]
metal / GRT usage, % / share of wire (%) / vias to the layer above
met5: 0 / 0 / -
met4: 0.654 / 0 / 0
met3: 2.28 / 3.2 / 0
met2: 16.0 / 43 / 18
met1: 15.2 / 53 / 490
li1: - / - / 539
[power by group]
group	internal [W]	leakage (nW)	switching, W
Clock	0.0000891	0.0228	0.0000991
Combinational	0.00000114	0.310	0.00000102
Sequential	0.000337	0.313	0
Total	0.000428	0.646	0.000100
[per-stage QoR]
| stage | setup slack, ps | util [%] | area [um2] | std cells | hold slack [ps] |
|---|---|---|---|---|---|
| after CTS | 1250 | 34.7 | 1640 | 218 | 470 |
| final | 1230 | 34.7 | 1640 | 218 | 466 |
| after detailed placement | 1280 | 33.7 | 1590 | 214 | 450 |
| after global routing | 1130 | 34.7 | 1640 | 218 | 511 |
| after floorplan | 1440 | - | 1470 | 145 | 426 |
| after global placement | 1350 | 33.7 | 1590 | 214 | 439 |
[cells in the final DEF (no fill, tap or decap), drive strengths merged]
cell / Yosys / layout
nand4: 9 / 9
nor4bb: 1 / 1
nor2b: 1 / 1
xor2: 7 / 7
nand3: 9 / 9
nor3: 2 / 2
clkbuf: 0 / 4
or2: 1 / 1
inv: 2 / 2
mux2i: 2 / 2
and4: 6 / 6
a21oi: 6 / 6
edfxtp: 1 / 1
dfxtp: 31 / 31
buf: 6 / 1
dfrtp: 3 / 3
nor4b: 2 / 2
or3: 1 / 1
and3: 4 / 4
o31ai: 5 / 5
dfstp: 1 / 1
o21ai: 2 / 2
nor2: 10 / 10
o22ai: 1 / 1
or4: 5 / 5
nand2: 12 / 12
clkdlybuf4s50: 0 / 7
ha: 1 / 1
and2: 2 / 2
xnor2: 9 / 9
nor4: 3 / 3
Power is estimated from default activity; no workload was simulated.
