==> design/flow/design.v <==
`timescale 1ns / 1ps
module Clock1Hz(
    input logic clk_in,
    output logic clk_out);
    logic [25:0] counter = 0;
    logic state = 0;
    always_ff @(posedge clk_in) begin
        counter <= counter + 1;
        if (counter == 50_000_000 - 1)
          begin
            counter <= 0;
            state <= ~state;
          end
    end
    assign clk_out = state;
endmodule
`timescale 1ns / 1ps
module FourLedFSM(
    input logic clk,
    input logic resetBtn,
    output logic led0,
    output logic led1,
    output logic led2,
    output logic led3);
    typedef enum logic [1:0] { S0, S1, S2, S3 } statetype;   
    statetype [1:0] state, nextstate;   
    always_ff @(posedge clk, posedge resetBtn)
        if (resetBtn) state <= S0;
        else state <= nextstate;
    always_comb 
        case (state)
            S0: nextstate <= S1;
            S1: nextstate <= S2;
            S2: nextstate <= S3;
            S3: nextstate <= S0;
            default: nextstate <= S0;
        endcase
    assign led0 = (state == S0);
    assign led1 = (state == S1);
    assign led2 = (state == S2);
    assign led3 = (state == S3);
endmodule
`timescale 1ns / 1ps
module FourLedFSMSlow(
    input logic clk,
    input logic resetBtn,
    output logic led0,
    output logic led1,
    output logic led2,
    output logic led3
);
    logic slowClock;
    Clock1Hz Clock1Hz_a(
        .clk_in(clk),
        .clk_out(slowClock)
    ); 
    FourLedFSM fsm(
        .clk(slowClock),
        .resetBtn(resetBtn),
        .led0(led0),
        .led1(led1),
        .led2(led2),
        .led3(led3)
    );
endmodule
==> design/flow/run.sh <==
#!/bin/bash
# OpenROAD 26Q1-2900-gdf79404cd8, Yosys 0.63+post, stock flow scripts
make -C /OpenROAD-flow-scripts/flow DESIGN_CONFIG=/design/flow/config.mk WORK_HOME=/design/flow/orfs finish
==> design/flow/config.mk <==
export PLATFORM = sky130hd
export DESIGN_NAME = FourLedFSMSlow
export DESIGN_NICKNAME = FourLedFSMSlow
export VERILOG_FILES = /design/flow/design.v
export SDC_FILE = /design/flow/constraint.sdc
export NUM_CORES = 4
export LEC_CHECK = 1
export CORE_UTILIZATION = 30
==> design/flow/constraint.sdc <==
current_design FourLedFSMSlow

set clk_period 4.0
set clk_io_pct 0.2

create_clock -name clk0 -period $clk_period [get_ports {clk}]

set non_clock_inputs [all_inputs -no_clocks]
set_input_delay [expr $clk_period * $clk_io_pct] -clock clk0 $non_clock_inputs
set_output_delay [expr $clk_period * $clk_io_pct] -clock clk0 [all_outputs]
==> changes_impl.md <==
## Flow update

* Status: finished clean
* Synth Cell Area at 1270 sq um
* Most numerous logic cell after layout: dfxtp_1
* Maximum level of the CTS H-tree at 1
* Post-route antenna net violation count at 0
* Reg clk slew, reported paths at 0.09 ns
* DIE AREA at 4510 sq um
* Clk latency late pin at 0.27 ns
* Syn. warnings at 2
* Top cells by area: dfxtp_1 41%, xnor2_1 6.2%, dfrtp_1 5.9%
* Count of unclocked register or latch pins at 4
* YS chip area at 1270 sq um
* Vias in the first global route at 849
* Tool warnings at 25
* Fin util at 35.0%
* Reg2reg setup slack at 1.98 ns
* Cts hold-fix bufs at 0
* Maximum clock frequency at 494 MHz
* Peak supply drop at 0.000213 V
* Antenna violations before repair at 0
* # setup viols final at 0
* Synth cell types at 31
* Worst Setup End Kind: register
* DRC violations left at 0
* Synth Seq Share at 51.2%
* DR iter-0 viols at 59
* Total iterations of the first detailed-routing run at 4
* Kind of critical path: reg2reg
* Skew final at 0.00203 ns
* Die W at 67.2 microns
* DPL Wire Length at 1470 microns
* Async set or reset register ratio after synthesis at 12.9%
* RR Endpoint: Clock1Hz_a.counter[25]
* FF-to-FF Start: Clock1Hz_a.counter[7]
* Post-synth top area cell: dfxtp_1
* Number of diodes at 0
* Row Count at 23
* GP Congestion at 0.787
* Post-CTS repair timing setup buffer count at 0
* Area delta synth->final at 10.7%
* Post_cts resized at 0
* Rel. slew slack at 55.4%
* WL per Instance at 11.3 microns
* Root Driver: clkbuf_8
* HP Class: reg2reg
* Clock Path Buffers at 2
* Tmin final at 2.02 ns
* Post-Route WL at 2090 microns
* Total CTS buffers at 3
* Max-area cell share at 40.9%
* Top Layout Cells: 26 x dfxtp_1, 13 x nand2_1, 9 x xnor2_1, 9 x nor2_1, 9 x a21oi_1
* Number of enable flip-flop cells at 1
* Cells after Synth at 129
* CP Max Fanout at 13
* # Cells Yosys at 129
* Critical path launch point: Clock1Hz_a.counter[7]
* R2r worst-path depth at 4
* Synthesized area per cell at 9.87 sq um
* Crit path capture: Clock1Hz_a.counter[25]
* Via density at 5.02
* Final hold viol count at 0
* Layout cells sized above 1 at 8.96%
* Io pins at 6
* Period utilization at 50.6%
* Fp_density at 31.6%
* Main flop type: dfxtp_1
* Number of port buffers at 5
* Worst slew pin tran at 0.670 ns
* Grt total ovfl at 0
* Setup TNS at 0 ns
* Design Power at 423 uW
* Synth flops at 31
* Filler instances at 408
* CTS tree: yes
* Via count at 923
* Chip Height at 67.2 microns
* Critical Path AT at 2.22 ns
* Max_cap viols at 0
* Core Region at 4030 sq um
* Power density over the cells at 300 nW/um^2
* Startpoint Class: register
* RSZ-0062 raised after global routing: false
* Largest net degree at the start of global routing at 18
* Critical path required time at 4.20 ns
* Hold slack at 0.452 ns
* Final-report max-slew violation count at 0
* Static leakage at 0.000569 uW
* Global-route wire length before repair at 3680 microns
* Number of unconstrained endpoints at 8
* Tot GR Track Use at 10.5%
-- sequential cells by signal (all words and copies together) (netlist names) --
register,cells
Clock1Hz_a.counter,26
fsm.state,4
Clock1Hz_a.state,1
-- metal layers --
| metal | GRT usage, % | vias up | wire length [microns] |
|---|---|---|---|
| met2 | 16.8 | 13 | 916 |
| met3 | 1.71 | 0 | 72 |
| li1 | - | 471 | - |
| met5 | 0 | - | 0 |
| met4 | 0.798 | 0 | 0 |
| met1 | 15.8 | 439 | 1100 |
-- per-stage QoR --
step	instance area [sq um]	cells	setup slack [ns]
2_1_floorplan	1270	129	2.14
3_3_place_gp	1360	180	2.07
3_5_place_dp	1360	180	2.02
4_1_cts	1410	184	1.99
5_1_grt	1410	184	1.87
6_report	1410	184	1.98
-- critical path: stages, from the launching register on --
cell     delay [ns]
dfxtp_1        0.45
nand4_2        0.19
or4_4          0.65
or4_1          0.52
a21oi_1        0.14
-- synthesized netlist by cell type (all sizes together) (4+ instances only) --
cell type,number
a21oi,9
nand3,4
nand4,4
xnor2,9
o21ai,5
dfxtp,26
nor2,9
xor2,6
nand2,13
or4,6
o31ai,4
or3,5
and4,5
-- how the worst min path moves through the flow --
stage | from | slack, ns | endpoint | cells past startpoint
final | Clock1Hz_a.counter[0] | 0.45 | Clock1Hz_a.counter[0] | 1
after global routing | Clock1Hz_a.counter[0] | 0.49 | Clock1Hz_a.counter[0] | 1
after CTS | Clock1Hz_a.counter[0] | 0.46 | Clock1Hz_a.counter[0] | 1
-- where the power goes --
group	leakage [uW]	switching [uW]	total, uW	internal [uW]
Sequential	0.000273	0	270	270
Clock	0.0000255	81.7	151	69.7
Combinational	0.000270	0.821	1.73	0.913
Total	0.000569	82.5	423	341
-- kinds of logic (layout without fill, tap and decap cells) --
family | count (synthesis) | in the layout | synth area share [%]
buf+inv | 7 | 12 | 2.65
flops | 31 | 31 | 51.2
compound gates | 18 | 18 | 7.86
simple gates | 57 | 57 | 27.0
fa+ha+maj | 1 | 1 | 0.982
xor+xnor | 15 | 15 | 10.3
-- area by class of cell --
| cell class | instances | area, sq um | area share, % |
|---|---|---|---|
| Sequential cell | 31 | 652 | 46.2 |
| Tap cell | 50 | 62.6 | 4.44 |
| Inverter | 3 | 11.3 | 0.799 |
| Timing Repair Buffer | 5 | 50.0 | 3.55 |
| Multi-Input combinational cell | 91 | 588 | 41.7 |
| Clock buffer | 3 | 41.3 | 2.93 |
| Clock inverter | 1 | 5.00 | 0.355 |
No activity file was given, so power comes from the tool's default toggle rates.
